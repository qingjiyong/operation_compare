===== run.sh =====
#!/bin/bash
# OpenROAD 26Q1-2900-gdf79404cd8, Yosys 0.63+post, stock flow scripts
make -C /OpenROAD-flow-scripts/flow DESIGN_CONFIG=/design/flow/config.mk WORK_HOME=/design/flow/orfs finish

===== config.mk =====
export PLATFORM = sky130hd
export DESIGN_NAME = spike_array_synth
export DESIGN_NICKNAME = spike_array_synth
export VERILOG_FILES = /design/flow/design.v
export SDC_FILE = /design/flow/constraint.sdc
export NUM_CORES = 4
export LEC_CHECK = 1
export CORE_UTILIZATION = 50

===== constraint.sdc =====
current_design spike_array_synth

set clk_period 4.7
set clk_io_pct 0.2

create_clock -name clk0 -period $clk_period [get_ports {clk}]

set non_clock_inputs [all_inputs -no_clocks]
set_input_delay [expr $clk_period * $clk_io_pct] -clock clk0 $non_clock_inputs
set_output_delay [expr $clk_period * $clk_io_pct] -clock clk0 [all_outputs]

===== design.v =====
`timescale 1ns / 1ps
module spike_array_synth #(
    parameter N = 128,
    parameter BITWIDTH = 4   
)(
    input                        clk,
    input                        rst,
    input                        start,        
    input [N*4-1 : 0]            i_weights_flat, 
    input [N*BITWIDTH-1 : 0]     i_acts_flat,
    output reg                   done,         
    output reg [15:0]            result 
);
    localparam BATCH_NUM = 1024;
    wire signed [3:0]        w_wire [0:N-1];
    wire signed [BITWIDTH-1:0] a_wire [0:N-1];
    wire                     sign_wire [0:N-1];
    genvar t;
    generate
        for (t=0; t<N; t=t+1) begin : INPUT_LOGIC
            assign w_wire[t] = i_weights_flat[t*4 +: 4];
            wire [BITWIDTH-1:0] raw_act = i_acts_flat[t*BITWIDTH +: BITWIDTH];
            assign a_wire[t]    = raw_act[BITWIDTH-1] ? (~raw_act + 1) : raw_act;
            assign sign_wire[t] = raw_act[BITWIDTH-1] ? 1'b0 : 1'b1;
        end
    endgenerate
    wire signed [4:0] partial0 [0:N-1];
    wire signed [4:0] partial1 [0:N-1];
    wire signed [4:0] partial2 [0:N-1];
    wire signed [4:0] partial3 [0:N-1];
    genvar k;
    generate
        for (k=0; k<N; k=k+1) begin : PARTIAL_LOGIC
            assign partial0[k] = a_wire[k][0] ? (sign_wire[k] ? w_wire[k] : -w_wire[k]) : 5'sd0;
            assign partial1[k] = a_wire[k][1] ? (sign_wire[k] ? w_wire[k] : -w_wire[k]) : 5'sd0;
            assign partial2[k] = a_wire[k][2] ? (sign_wire[k] ? w_wire[k] : -w_wire[k]) : 5'sd0;
            assign partial3[k] = a_wire[k][3] ? (sign_wire[k] ? w_wire[k] : -w_wire[k]) : 5'sd0;
        end
    endgenerate
    reg signed [5:0] l1_tree0[0:63], l1_tree1[0:63], l1_tree2[0:63], l1_tree3[0:63];
    reg signed [6:0] l2_tree0[0:31], l2_tree1[0:31], l2_tree2[0:31], l2_tree3[0:31];
    reg signed [7:0] l3_tree0[0:15], l3_tree1[0:15], l3_tree2[0:15], l3_tree3[0:15];
    reg signed [8:0] l4_tree0[0:7],  l4_tree1[0:7],  l4_tree2[0:7],  l4_tree3[0:7];
    reg signed [9:0] l5_tree0[0:3],  l5_tree1[0:3],  l5_tree2[0:3],  l5_tree3[0:3];
    reg signed [10:0] l6_tree0[0:1],  l6_tree1[0:1],  l6_tree2[0:1],  l6_tree3[0:1];
    reg signed [15:0] sum_tree0, sum_tree1, sum_tree2, sum_tree3;
    integer i;
    always @(posedge clk) begin
        for(i=0; i<64; i=i+1) begin
            l1_tree0[i] <= partial0[2*i] + partial0[2*i+1];
            l1_tree1[i] <= partial1[2*i] + partial1[2*i+1];
            l1_tree2[i] <= partial2[2*i] + partial2[2*i+1];
            l1_tree3[i] <= partial3[2*i] + partial3[2*i+1];
        end
        for(i=0; i<32; i=i+1) begin
            l2_tree0[i] <= l1_tree0[2*i] + l1_tree0[2*i+1];
            l2_tree1[i] <= l1_tree1[2*i] + l1_tree1[2*i+1];
            l2_tree2[i] <= l1_tree2[2*i] + l1_tree2[2*i+1];
            l2_tree3[i] <= l1_tree3[2*i] + l1_tree3[2*i+1];
        end
        for(i=0; i<16; i=i+1) begin
            l3_tree0[i] <= l2_tree0[2*i] + l2_tree0[2*i+1];
            l3_tree1[i] <= l2_tree1[2*i] + l2_tree1[2*i+1];
            l3_tree2[i] <= l2_tree2[2*i] + l2_tree2[2*i+1];
            l3_tree3[i] <= l2_tree3[2*i] + l2_tree3[2*i+1];
        end
        for(i=0; i<8; i=i+1) begin
            l4_tree0[i] <= l3_tree0[2*i] + l3_tree0[2*i+1];
            l4_tree1[i] <= l3_tree1[2*i] + l3_tree1[2*i+1];
            l4_tree2[i] <= l3_tree2[2*i] + l3_tree2[2*i+1];
            l4_tree3[i] <= l3_tree3[2*i] + l3_tree3[2*i+1];
        end
        for(i=0; i<4; i=i+1) begin
            l5_tree0[i] <= l4_tree0[2*i] + l4_tree0[2*i+1];
            l5_tree1[i] <= l4_tree1[2*i] + l4_tree1[2*i+1];
            l5_tree2[i] <= l4_tree2[2*i] + l4_tree2[2*i+1];
            l5_tree3[i] <= l4_tree3[2*i] + l4_tree3[2*i+1];
        end
        for(i=0; i<2; i=i+1) begin
            l6_tree0[i] <= l5_tree0[2*i] + l5_tree0[2*i+1];
            l6_tree1[i] <= l5_tree1[2*i] + l5_tree1[2*i+1];
            l6_tree2[i] <= l5_tree2[2*i] + l5_tree2[2*i+1];
            l6_tree3[i] <= l5_tree3[2*i] + l5_tree3[2*i+1];
        end
        sum_tree0 <= l6_tree0[0] + l6_tree0[1];
        sum_tree1 <= l6_tree1[0] + l6_tree1[1];
        sum_tree2 <= l6_tree2[0] + l6_tree2[1];
        sum_tree3 <= l6_tree3[0] + l6_tree3[1];
    end
    reg signed [15:0] final_sum;
    always @(posedge clk) begin
        final_sum <= sum_tree0 + (sum_tree1 <<< 1) + (sum_tree2 <<< 2) + (sum_tree3 <<< 3); 
    end
    reg [7:0] valid_pipe;
    always @(posedge clk) begin
        if (rst) begin
            valid_pipe <= 0;
            result     <= 0;
            done       <= 0;
        end else begin
            valid_pipe <= {valid_pipe[6:0], start};
            if (valid_pipe[7]) begin
                result <= final_sum;
                done <= 1'b1; 
            end else begin
                done <= 1'b0;
            end
        end
    end
endmodule

==> out/summary.txt <==
number of warnings the tools reported: 26
flop-to-flop setup slack: 1340 ps
buffers added on ports: 1,043
worst hold-check path type: reg -> reg
slowest cell on the critical path: fa_1
clock root cell: clkbuf_16
width of the die: 665.6 µm
DRC violation count after routing: 0
Max Root-Sink Buffers: 4
clock buffers created by TritonCTS: 387
worst reg-to-reg path cell count: 13
total design power: 143,300 µW
required time at the worst-slack endpoint: 5580 ps
worst ir drop on vdd: 0.5779 mV
postcts setup bufs: 0
area of the mapped netlist: 220,200 µm²
Post-synth EDFFs: 0
static power due to leakage: 0.1246 µW
cell type contributing the most total cell area after synthesis: dfxtp_1
Max Fanout on Critical Path: 3
worst skew pair latency: 980 ps
synth-to-layout area growth: 13.55%
total congestion overflow after global routing: 0
number of DRC markers after the initial detailed-route iteration: 8,380
Tmin final: 3356 ps
global-route usage over all layers: 27.64%
final-report max-slew violation count: 0
CTS tree: built
total wirelength of the detailed-routed design: 592.9 mm
total half-perimeter wirelength after legalization and detailed placement: 497.4 mm
fraction of the core area occupied by cells at floorplan: 50.26%
count of buffer and inverter cells on the critical path: 3
Simple-Gate Fraction of Synth Area: 10.81%
Hold Path End: final_sum[0]
most area-consuming cells after synthesis: dfxtp_1 (32%), ha_1 (19%), xnor2_1 (8.2%)
number of buffers inserted for hold repair after clock tree synthesis: 0
top area contributor share: 32.45%
Core Rows: 243
yosys adder share: 23.54%
CP Depth: 13
xor-xnor portion of the synthesized cell area: 10.06%
RSZ-0062 raised after global routing: false
Max Clock Skew: 59.36 ps
post-synthesis cell count from yosys: 24,300
I/O pin cnt: 1,044
Main synth FF type: dfxtp_1
relative max-transition margin: 37.49%
largest net degree at the start of global routing: 26
Reg clk slew, reported paths: 60 ps
data arrival time at the worst-slack endpoint: 4240 ps
mux share: 2.212%
kind of cell adding the most delay to the critical path: adder cells
startpoint type of the worst setup path: flip-flop
asr flop ratio synth: 0%
transition time at the pin with the least slew margin: 931.0 ps
status: finished clean
crit path capture type: flip-flop
category of the critical setup timing path: reg -> reg
DR pass1 iterations: 8
dominant combinational cell family by area after synthesis: adder cells
final sum of negative setup slack: 0 ps
Die Outline Area: 443,000 µm²
number of hold violations in the final report: 0
last weighted congestion value of the routability-driven placer: 0.9700
capture point of the worst reg-to-reg path: final_sum[15]
Crit Reg-Reg Startpoint: sum_tree0[3]
WHS Path Cells: 0
share of synthesized area occupied by flip-flops and latches: 32.45%
placeable core region: 438,100 µm²
routed len/inst: 18.80 µm
Gates resized, CTS repair: 0
ratio of total power to cell area: 573.2 nW/µm²
via count of the first global-routing pass: 155,400
synth unique cells: 68
# setup viols final: 0
routed vias: 159,700
mean number of vias per cell: 5.062
flops & latches, synth: 3,569
tally of nets with antenna violations remaining after routing: 0
maximum operating frequency: 298.0 MHz
fraction of layout cells with a size suffix above 1: 3.829%
deepest level of the CTS H-tree: 5
number of antenna violations at the first check in global routing: 148
mean instance size in the synthesized netlist: 9.063 µm²
Worst path max stage delay: 530 ps
post-synthesis compound-gate area fraction: 14.12%
worst min-delay path startpoint: sum_tree0[0]
wire length of the first global-routing pass: 902.1 mm
post-route clock period utilization: 71.41%
warnings from Yosys: 25
Critical Path, Cell by Cell: inv_1 > fa_1 > inv_1 > fa_1 > ha_1 > inv_1 > fa_1 > nor2b_1 > nor3_1 > o21a_1 > o311a_1 > a21oi_1 > xnor2_1
DIE HEIGHT: 665.6 µm
max-cap violation count: 0
clock sink count: 3,569
final core utilization: 57.07%
Cells after Synth: 24,300
total cell area reported by yosys after synthesis: 220,200 µm²
## placed cells by master (no fill, tap or decap), types with 335 or more instances in the layout
cell and instances:
o21ai_0 709, ha_1 3290, dfxtp_1 3569, fa_1 533, nand2_1 838, inv_1 3535, nor2_1 2356, nor2b_1 771
a32o_1 335, a21o_1 946, xor2_1 469, a21oi_1 1572, clkdlybuf4s50_1 1043, clkbuf_16 390, xnor2_1 2059
## final cells by class
type | instances | area [µm²]
Inverter | 3535 | 13270
Tap cell | 5880 | 7357
Multi-Input combinational cell | 16740 | 133800
Clock buffer | 513 | 10870
Sequential cell | 3569 | 71450
Antenna cell | 65 | 162.7
Fill cell | 38090 | 188100
Timing Repair Buffer | 1054 | 10520
Clock inverter | 191 | 2638
## layer usage
metal,share of wire (%),vias to the layer above,GRT usage [%]
met1,46,72610,40.39
li1,-,83200,-
met2,44,2964,42.50
met3,5.7,848,5.384
met5,0.058,-,0
met4,3.7,52,8.656
## state kept, by name (all words and copies together), names as in the netlist, 72 cells and up
name,flops
l1_tree2,384
l3_tree2,128
l1_tree1,384
l4_tree2,72
l2_tree2,224
l4_tree0,72
l1_tree0,384
l3_tree1,128
l4_tree3,72
l3_tree3,128
l1_tree3,384
l2_tree1,224
l4_tree1,72
l3_tree0,128
l2_tree0,224
l2_tree3,224
## cell families (layout without fill, tap and decap cells)
family,Yosys count,count (layout)
AND/OR/NAND/NOR,5160,5160
AND-OR/OR-AND,4773,4773
buffers and inverters,3991,5293
adder cells (fa/ha/maj),3823,3823
flip-flops,3569,3569
XOR/XNOR,2528,2528
multiplexers,451,451
other,0,65
## where the power goes
| group | switching (µW) | total [µW] | leakage (µW) | internal, µW |
|---|---|---|---|---|
| clock network | 13000 | 31800 | 0.00658 | 18800 |
| registers | 6030 | 47600 | 0.0299 | 41500 |
| logic | 35800 | 64000 | 0.0881 | 28200 |
## synthesized netlist by cell type, types with 14 or more instances
| library cell | count |
|---|---|
| o21bai_1 | 243 |
| o22ai_1 | 65 |
| nand2_1 | 838 |
| a211oi_1 | 87 |
| o21a_1 | 77 |
| nor2b_1 | 771 |
| nor2_1 | 2356 |
| dfxtp_1 | 3569 |
| nand3_1 | 316 |
| mux2_2 | 285 |
| a31oi_1 | 82 |
| nor4bb_1 | 20 |
| inv_1 | 3535 |
| and3_1 | 39 |
| nor3b_1 | 21 |
| nand4b_1 | 22 |
| a32o_1 | 335 |
| o211ai_1 | 106 |
| a32oi_1 | 99 |
| ha_1 | 3290 |
| o21ai_0 | 709 |
| mux2i_1 | 166 |
| o41ai_1 | 32 |
| o32ai_1 | 16 |
| fa_1 | 533 |
| and2_1 | 84 |
| xnor2_1 | 2059 |
| nand3b_1 | 34 |
| a21boi_0 | 53 |
| xor2_1 | 469 |
| nand2b_1 | 313 |
| o31ai_1 | 271 |
| clkbuf_1 | 453 |
| a21oi_1 | 1572 |
| a21o_1 | 946 |
| nor3_1 | 304 |
| or4b_2 | 14 |
## how the worst max path moves through the flow
stage | from | endpoint
5_1_grt | sum_tree0[3] | final_sum[15]
4_1_cts | sum_tree0[3] | final_sum[15]
6_report | sum_tree0[3] | final_sum[15]
## metrics by stage
stage	cell area (µm²)	worst slack [ps]	instances	hold WS, ps
2_1_floorplan	220200	1609	24300	309.6
3_3_place_gp	236400	939.1	30770	312.8
3_5_place_dp	236400	920.0	30770	313.5
4_1_cts	249900	1321	31480	327.6
5_1_grt	249900	1115	31510	345.1
6_report	250000	1344	31540	328.6
No activity file was given, so power comes from the tool's default toggle rates.
